===== design/flow/run.sh =====
#!/bin/bash
# OpenROAD 26Q1-2900-gdf79404cd8, Yosys 0.63+post, stock flow scripts
make -C /OpenROAD-flow-scripts/flow DESIGN_CONFIG=/design/flow/config.mk WORK_HOME=/design/flow/orfs finish

===== design/flow/config.mk =====
export PLATFORM = sky130hd
export DESIGN_NAME = name
export DESIGN_NICKNAME = name
export VERILOG_FILES = /design/flow/design.v
export SDC_FILE = /design/flow/constraint.sdc
export NUM_CORES = 4
export LEC_CHECK = 1
export CORE_AREA = 10 10 70 70
export DIE_AREA = 0 0 80 80

===== design/flow/constraint.sdc =====
current_design name

set clk_period 1.0
set clk_io_pct 0.2

create_clock -name clk0 -period $clk_period

set non_clock_inputs [all_inputs -no_clocks]
set_input_delay [expr $clk_period * $clk_io_pct] -clock clk0 $non_clock_inputs
set_output_delay [expr $clk_period * $clk_io_pct] -clock clk0 [all_outputs]

===== design/flow/design.v =====
module name(dx0,dx1,dx2,dx3,d0,d1,d2,d3,d4,d5,d6);
input dx0,dx1,dx2,dx3;
output d0,d1,d2,d3,d4,d5,d6;
assign d0=~(~dx1&dx0|~dx3&~dx2&~dx1);
assign d1=~(dx2&dx0|~dx2&~dx1);
assign d2=~(~dx1&dx0|dx2&dx0|dx2&~dx1|dx3);
assign d3=~(dx1&~dx0|dx2&~dx1&dx0);
assign d4=~(~dx3);
assign d5=~(~dx3&(dx2|~dx1|~dx0)&(~dx2|dx1|dx0));
assign d6=~(~dx3&~dx1&~dx0|dx1&dx0|~dx2&~dx3);
endmodule

==> changes_impl.md <==
### Metrics

* Final hold violation count at 0
* Critical path cell sequence: buf_6, or3b_1, o31ai_1, buf_2
* Pre-CTS WS at -0.859 ns
* Most frequent cell after synthesis: a21oi_1
* Core ar. at 3420 um2
* OpenROAD warning count at 34
* Worst slew pin tran at 0.172 ns
* Top cells, area: a21oi_1 (16%), o21bai_1 (16%), a2bb2oi_1 (9.6%)
* Die X at 80 um
* Clkbuf count at 0
* Worst path slowest cell: or3b_1
* Routed vias/inst at 2.21
* Startpoint types: input port
* Tot GR Track Use at 0.0150
* CP top delay family: simple AND/OR/NAND/NOR gates
* Placed Cells at 76
* Row count at 21
* # Cells Yosys at 14
* Crit Path Max Fanout at 3
* Routed WL per cell at 6.82 um
* Finished Core Util at 0.0960
* Post-synth seq share at 0
* Syn. warnings at 0
* Largest net degree at the start of global routing at 6
* Post-Syn Instances at 14
* Critical path class: input port to primary output
* Setup Viol. Count Final at 2
* First-pass GRT wire length at 807 um
* Worst slew margin at 0.884
* Mapped Avg Cell Area at 6.52 um2
* TNS Setup at -0.0585 ns
* Pwr/cell area at 356 nW/um2
* Hpwl dp at 423 um
* Hold Path Class: input port to primary output
* Fmax at 949 MHz
* # port buffers at 11
* Floorplan utilization at 0.0267
* Register Area at 0 um2
* Grt total ovfl at 0
* Share of cells above drive strength 1 at 0.719
* DRT Wirelength at 532 um
* Yosys synthesis chip area at 91.3 um2
* Final Non-Filler Cells at 78
* Leakage at 0.131 nW
* Drt first-iter violations at 3
* Post-synth top cells: a21oi_1 (3), nor2_1 (2), o21bai_1 (2)
* CP endpoint kind: primary output
* Slew Viols, Final at 0
* Smallest hold slack at 0.724 ns
* Fillers at 397
* Status: finished, violations left
* Worst Path Buf+Inv at 2
* Routed vias at 172
* Post-layout period usage at 1.05
* Final instance area at 328 um2
* Chip area at 6400 um2
* FF+latch count at 0
* Max Cap Viol at 0
* Drt first pass iters at 2
* WP data arrival at 0.85 ns
* Area delta synth->final at 259%
* Tmin final at 1.05 ns
* # DRC at 0
* Worst vdd ir at 40.4 uV
* Initial antenna violation count at 0
* Final Wtd Congestion at 0.718
* Failing checks: setup timing
* Area share, top type at 0.164
* Vias in the first global route at 150
* Hold-fix buffers, CTS at 0
* Die height at 80 um
* Crit-path max cell delay at 0.36 ns
* RSZ-0062 raised after global routing: true
* Final WS setup at -0.0536 ns
* ANT nets after route at 0
* Synth Cell Area at 91.3 um2
* Synth unique cells at 10
* # IOs at 11
* Placed cell areas at 297 um2
* Antenna Cells at 0
* Tot Pwr at 117 uW
* Worst EP required at 0.80 ns
* Synth area leader: a21oi_1
==> cells in the final DEF, fill, tap and decap left out, drive strengths merged <==
| master | instances |
|---|---|
| nor2 | 2 |
| and2b | 1 |
| or3b | 1 |
| buf | 17 |
| nor2b | 1 |
| o31ai | 1 |
| clkdlybuf4s50 | 1 |
| clkbuf | 1 |
| a21oi | 3 |
| a2bb2oi | 1 |
| o21bai | 2 |
| o21a | 1 |
==> what timing repair did <==
item / in CTS / in global routing
resized: 48 / 3
buffers inserted: 3 / 0
endpoints found under the setup margin: 7 / 5
pin swaps: 7 / 4
==> power breakdown <==
group,internal (mW),switching [mW],total [mW]
combinational,0.0772,0.0394,0.117
sequential,0,0,0
clock,0,0,0
==> worst min-delay path: stages <==
cell,delay [ns]
buf_6,0.07
or3b_1,0.09
o31ai_1,0.05
buf_2,0.10
==> worst paths after layout <==
| path | depth (start not counted) | from | endpoint |
|---|---|---|---|
| setup / recovery | 4 | dx3 | d2 |
| hold / removal | 4 | dx3 | d2 |
==> kinds of logic after synthesis <==
family,after synthesis,synth area share
buffers and inverters,1,0.0822
AND-OR/OR-AND,8,0.589
AND/OR/NAND/NOR,5,0.329
==> layer usage <==
layer	wire length, um	vias up	share of wire	global-route usage
met5	0	-	0	0
met4	0	0	0	0
met3	64	0	0.12	0.00455
met2	209	8	0.39	0.0209
met1	258	73	0.48	0.0231
li1	-	91	-	-
==> area by class of cell <==
| cell class | instances | area (um2) | area share |
|---|---|---|---|
| tap | 46 | 57.6 | 0.176 |
| timing repair buffer | 19 | 168 | 0.511 |
| multi-input combinational | 13 | 103 | 0.313 |
Power is estimated from default activity; no workload was simulated.
