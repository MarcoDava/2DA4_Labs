==> /design/flow/design.v <==
module hexdisp(x0,x1,x2,x3,f0,f1,f2,f3,f4,f5,f6);
input x0, x1, x2, x3;
output f0,f1,f2,f3,f4,f5,f6;
assign f0=~((~x2&~x0)|(x3&~x0)|(~x3&x1)|(x2&x1)|(~x3&x2&x0)|x3&~x2&~x1);
assign f1=~((~x2&~x0)|x3&~x1&x0|~x3&~x1&~x0|~x3&~x2|~x3&x1&x0);
assign f2=~(~x1&x0|~x3&x2|x3&~x2|~x2&~x1|~x2&x0);
assign f3=~((x3|~x2|x1|x0)&(x3|x2|x1|~x0)&(~x2|~x1|~x0)&(~x3|x2|~x1|x0));
assign f4=~((x2|x1|~x0)&(x3|~x2|x1)&(x3|~x0));
assign f5=~((~x3|~x2|x1|~x0)&(x3|~x1|~x0)&(x3|x2|~x0)&(x3|x2|~x1));
assign f6=~((~x3&x2&~x1)|(x3&~x2)|(x3&x0)|(~x2&x1)|(x1&~x0));
endmodule
==> /design/flow/run.sh <==
#!/bin/bash
# OpenROAD 26Q1-2900-gdf79404cd8, Yosys 0.63+post, stock flow scripts
make -C /OpenROAD-flow-scripts/flow DESIGN_CONFIG=/design/flow/config.mk WORK_HOME=/design/flow/orfs finish
==> /design/flow/config.mk <==
export PLATFORM = sky130hd
export DESIGN_NAME = hexdisp
export DESIGN_NICKNAME = hexdisp
export VERILOG_FILES = /design/flow/design.v
export SDC_FILE = /design/flow/constraint.sdc
export NUM_CORES = 4
export LEC_CHECK = 1
export CORE_AREA = 10 10 70 70
export DIE_AREA = 0 0 80 80
==> /design/flow/constraint.sdc <==
current_design hexdisp

set clk_period 1.8
set clk_io_pct 0.2

create_clock -name clk0 -period $clk_period

set non_clock_inputs [all_inputs -no_clocks]
set_input_delay [expr $clk_period * $clk_io_pct] -clock clk0 $non_clock_inputs
set_output_delay [expr $clk_period * $clk_io_pct] -clock clk0 [all_outputs]
==> job_summary.md <==
## PnR job results

| Metric | Value |
|---|---|
| # Max-Cap Violations | 0 |
| Maximum fanout count along the critical path | 3 |
| Hold/Removal Path Class | in -> out |
| Number of port buffers | 11 |
| Mean cell area of the mapped netlist | 6.90 sq um |
| Core occupancy in the finished layout | 12.6% |
| Setup-violating endpoint count in the final report | 0 |
| Floorplan die height | 80 microns |
| Count of antenna diodes in the layout | 0 |
| I/O pin count | 11 |
| Post-synthesis chip area from yosys | 214 sq um |
| Leading cell type by number of instances after synthesis | sky130_fd_sc_hd__a21oi_1 |
| Post-synth top area share | 11.7% |
| Fraction of final layout cells with drive strength greater than 1 | 38.8% |
| Standby leakage power | 0.192 nW |
| Unique masters post-synth | 21 |
| Pre-Place Util | 6.26% |
| Total overflow reported by the global router | 0 |
| Critical path class | in -> out |
| Final Critical Period | 1.72 ns |
| Area enclosed by the die boundary | 6400 sq um |
| Routability Congestion | 0.620 |
| Die width | 80 microns |
| Post-synth area hogs | sky130_fd_sc_hd__a21oi_1 12%, sky130_fd_sc_hd__o2bb2ai_1 8.2%, sky130_fd_sc_hd__buf_4 7.0%, sky130_fd_sc_hd__nand2b_1 5.8%, sky130_fd_sc_hd__nor2b_1 5.8% |
| Core Rows | 21 |
| Element type at the critical path end | primary output |
| Share of the cycle needed by the critical path after routing | 95.3% |
| Count of unresolved DRC violations after routing | 0 |
| Worst endpoint data arrival time | 1.36 ns |
| Number of hold buffers added after CTS | 0 |
| Crit start category | input port |
| Half-perimeter wire length after placement | 635 microns |
| Worst slew margin relative to its limit | 80.7% |
| Drt total wl | 740 microns |
| Area of all sequential standard cells | 0 sq um |
| Tool Warnings | 32 |
| Peak Freq | 583 MHz |
| Vias in the first global route | 235 |
| Flip-flop and latch count | 0 |
| Drt via density | 2.89 |
| Core footprint | 3420 sq um |
| Final routed wire length divided by cell count | 7.79 microns |
| Startpoint of the most critical hold path | x3 |
| Setup tns final | 0 ns |
| Post-synth seq share | 0% |
| Combined global-route utilization of all metal layers | 2.12% |
| Setup repair after global routing missed its margin | false |
| Number of hold violations in the final report | 0 |
| Area of the mapped netlist | 214 sq um |
| Iter 0 DRT Violations | 7 |
| Global-route wire length before repair | 1.14 mm |
| Dominant cell type by area after synthesis | sky130_fd_sc_hd__a21oi_1 |
| Transition time of the tightest slew-check pin | 0.289 ns |
| Total iterations of the first detailed-routing run | 3 |
| Number of nets with antenna violations after routing | 0 |
| Maximum vdd drop | 0.0338 mV |
| Layout Area Growth over Synthesis | 102% |
| Critical Path Start | x2 |
| Power density over the cells | 199 nW/um^2 |
| Run status | finished, final reports clean |
| Count of pins over their slew limit | 0 |
| Synthesized netlist cell count | 31 |
| WP data required | 1.44 ns |
| Fill cells | 392 |
| Clock buf count | 0 |
| Number of cell instances after yosys synthesis | 31 |
| Number of warnings reported in the yosys synthesis log | 0 |
| Vias | 275 |
| Largest net degree at the start of global routing | 9 |
| Antenna violations before repair | 0 |
[cell usage in the layout (no fill, tap or decap)]
cell type	Yosys	final
sky130_fd_sc_hd__a21o_1	1	1
sky130_fd_sc_hd__clkdlybuf4s15_1	0	2
sky130_fd_sc_hd__dlygate4sd2_1	0	5
sky130_fd_sc_hd__and4b_1	1	1
sky130_fd_sc_hd__nand3_1	2	2
sky130_fd_sc_hd__clkdlybuf4s15_2	0	1
sky130_fd_sc_hd__nand2b_1	2	2
sky130_fd_sc_hd__o21ai_1	1	1
sky130_fd_sc_hd__a211o_1	1	1
sky130_fd_sc_hd__nor2_1	2	2
sky130_fd_sc_hd__o21ai_0	1	1
sky130_fd_sc_hd__mux2i_1	1	1
sky130_fd_sc_hd__buf_2	1	2
sky130_fd_sc_hd__and2_4	1	1
sky130_fd_sc_hd__nor3_4	0	1
sky130_fd_sc_hd__buf_6	1	1
sky130_fd_sc_hd__nand2_1	1	1
sky130_fd_sc_hd__a21oi_1	5	5
sky130_fd_sc_hd__a211oi_1	1	1
sky130_fd_sc_hd__nor2b_2	0	1
sky130_fd_sc_hd__clkbuf_2	0	1
sky130_fd_sc_hd__nor3b_4	0	1
sky130_fd_sc_hd__buf_4	2	10
sky130_fd_sc_hd__xnor2_1	1	1
sky130_fd_sc_hd__o2bb2ai_1	2	2
sky130_fd_sc_hd__nor2b_1	2	1
[where the power goes]
part           switching, mW  total [mW]  internal [mW]
registers                  0           0              0
clock network              0           0              0
logic                 0.0351      0.0860         0.0509
[critical path, cell delays in order]
cell,delay [ns]
sky130_fd_sc_hd__clkdlybuf4s15_2,0.20
sky130_fd_sc_hd__nor3b_4,0.15
sky130_fd_sc_hd__buf_4,0.14
sky130_fd_sc_hd__buf_4,0.12
sky130_fd_sc_hd__a21o_1,0.14
sky130_fd_sc_hd__dlygate4sd2_1,0.24
[cells by family after synthesis]
kind of cell,synth area share [%]
mux,4.68
simple gates,40.9
compound gates,35.7
buf+inv,14.6
xor+xnor,4.09
[final timing paths]
kind  endpoint  slack, ns  cells past startpoint
max         f4       0.08                      6
min         f6       1.26                      4
[final cells by class]
type | count | area, sq um | area share, %
repair buffers | 22 | 176 | 40.9
multi-input cells | 27 | 198 | 45.8
well taps | 46 | 57.6 | 13.3
[stage by stage]
step | power, mW | instance area [sq um] | instances | setup WS (ns) | hold WS, ns
floorplan | 0.0395 | 214 | 31 | 0.557 | 0.859
global placement | 0.0942 | 425 | 94 | -0.521 | 1.72
detailed placement | 0.0945 | 425 | 94 | -0.534 | 1.72
CTS | 0.0898 | 437 | 95 | 0.0216 | 1.31
global route | 0.0966 | 432 | 95 | 0.00842 | 1.30
finish | 0.0860 | 432 | 95 | 0.0846 | 1.26
[metal layers]
metal  global-route usage, %  wire, microns  part of all wire (%)
met3                   0.682             59                   8.0
met5                       0              0                     0
met4                       0              0                     0
met2                    3.53            346                    47
met1                    2.77            334                    45
[repair_timing]
action	CTS	global route
setup endpoints to repair	7	1
gates resized	26	1
setup buffers	1	0
pin swaps	2	0
Power and IR drop assume default switching activity.
